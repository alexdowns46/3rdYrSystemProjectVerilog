`flow/constraint.sdc`:
```
current_design ServoControl

set clk_period 7.0
set clk_io_pct 0.2

create_clock -name clk0 -period $clk_period [get_ports {clk}]

set non_clock_inputs [all_inputs -no_clocks]
set_input_delay [expr $clk_period * $clk_io_pct] -clock clk0 $non_clock_inputs
set_output_delay [expr $clk_period * $clk_io_pct] -clock clk0 [all_outputs]
```
`flow/run.sh`:
```
#!/bin/bash
# OpenROAD 26Q1-2900-gdf79404cd8, Yosys 0.63+post, stock flow scripts
make -C /OpenROAD-flow-scripts/flow DESIGN_CONFIG=/design/flow/config.mk WORK_HOME=/design/flow/orfs finish
```
`flow/config.mk`:
```
export PLATFORM = sky130hd
export DESIGN_NAME = ServoControl
export DESIGN_NICKNAME = ServoControl
export VERILOG_FILES = /design/flow/design.v
export SDC_FILE = /design/flow/constraint.sdc
export NUM_CORES = 4
export LEC_CHECK = 1
export CORE_AREA = 10 10 92 92
export DIE_AREA = 0 0 102 102
```
`flow/design.v`:
```
module ServoControl(clk, PosIn, SigOut);
input clk;
input [7:0] PosIn;  
output SigOut;
reg SigOut;
reg [5:0] ClkCycles = 50;  
reg [5:0] CycleCount = 0;	 
reg [15:0] MicroCount = 0;	 
reg [10:0] intv = 1000;
reg [7:0] Pos;
reg [3:0] i = 0;
initial begin
end
always @(posedge clk)
begin
	intv = 1000+(((Pos*1000)/90));  
	if (CycleCount < ClkCycles)  
		CycleCount=CycleCount+1; 
	if (CycleCount >= ClkCycles) begin	 
			MicroCount=MicroCount+1;	 
			CycleCount = 0;				 
		end
	if (MicroCount > intv)
		SigOut =0;					 
	else
		SigOut = 1;					 
	if (MicroCount > 20000) begin	 
		MicroCount = 0;				 
	end
end
endmodule
```
==> results.cfg <==
; synthesis and place-and-route metrics
[critical_path]
reg2reg_setup_slack_ps = 3490
critPathKind = reg -> reg
slowest_delay_ps = 700
cp.arrival_ps = 3720
cp_max_fo = 10
cp-start-kind = flop
crit_path_end_kind = flop
crit_chain = ha_1 -> nand4_1 -> o311a_4 -> a311oi_4 -> nand2_2 -> mux2_1 -> or4_1 -> o32a_4 -> o21ai_1
crit_family = AND-OR/OR-AND gates
cp_num_buf_inv = 0
critical-path-slowest-cell = or4_1
cp.required_ps = 7200

[sta]
drv_slew = 0
timing.final.crit_share_pct = 50.2
rsz0062_at_grt = no
setup_tns_ps = 0
fmax_ghz = 0.285
fin_crit_ps = 3510
finalHoldViolCount = 0
fin_skew_ps = 3.42
setup_violations = 0

[final_layout]
final_cells = 264
comb_area_um2 = 1010
syn2layout_area_growth_pct = 11.1
fillers = 693
lay_top_cells = 23 x dfxtp_1, 22 x nand3_1, 18 x nor2_1
layout_top_cell = dfxtp_1
drive_gt1_share_pct = 9.09
final-seq-area_um2 = 460

[power_and_ir_drop]
p_per_area_nw_per_um2 = 272
leakagePower_nw = 0.599
peakVddDrop_mv = 0.0792

[synth]
synth-compound-area-share_pct = 18.0
ys_cells = 182
ys_area_um2 = 1490
synth.logic.top_family = simple AND/OR/NAND/NOR gates
xor_area_share_pct = 9.39
edf_count = 0
fa_ha_area_share_pct = 1.68
yosysWarnings = 9
ys_sh_mux_pct = 3.52
synthArstFlopShare_pct = 0
simple_gate_share_pct = 34.6
ys_seq_share_pct = 30.8
netlist_area_um2 = 1490
synthDistinctLibCells = 51
avgSynthCellArea_um2 = 8.20
flop_cell = dfxtp_1
numSynthFlops = 23
synthCells = 182

[job]
warning_count = 33
cap_violations = 0

[route]
antenna_left = 0
dr.pass1.iters = 4
viasPerCell = 4.88
antennaDiodeCount = 0
vias = 1287
drc_errors = 0
drt-initial-drc-count = 141
wl_per_cell_um = 12.0
wirelength_um = 3170

[grt]
grt_usage_pct = 6.27
grt_start_max_net_pins = 14
antenna_found_initial = 0
overflow = 0
first_global_vias = 1193
grt_pass1_wl_um = 5510

[clocking]
cts_root_buf = clkbuf_8
clk_latency_ps = 270
cts_resized = 0
cts_setup_buffers = 0
postCtsHoldBufs = 0
cts.clk_slew.worst_paths_ps = 90
clock_sink_count = 23
cts.path.max_buffers = 2
cts_tree = done
h-tree-depth = 1
cts_made_buffers = 3

[outcome]
status = finished clean

[floorplanning]
dieWidth_um = 102
fp_util_pct = 23.1
core_um2 = 6460
dieHeight_um = 102
rows = 29
top_level_ports = 10
chip_area_um2 = 10400

[place]
dp_cells = 260
io_buffers = 1
routabilityCongestion = 0.867
dp_hpwl_um = 2270

[min_path]
hold_class = reg -> reg
-- final timing paths --
check	cells after the start	end	startpoint
max reg2reg	9	MicroCount[0]	CycleCount[1]
min	2	CycleCount[5]	CycleCount[5]
max	9	MicroCount[0]	CycleCount[1]
min reg2reg	2	CycleCount[5]	CycleCount[5]
-- per-layer routing --
layer | track usage, % | up-vias | share of wire, %
met4 | 1.41 | 0 | 1.2
met5 | 0 | - | 0
li1 | - | 680 | -
met3 | 0.750 | 2 | 3.0
met1 | 8.77 | 586 | 50
met2 | 10.2 | 19 | 45
-- state kept, by name, indices dropped and copies added, names as in the netlist --
register    count
CycleCount      6
SigOut          1
MicroCount     16
-- cells by family (layout without fill, tap and decap cells) --
family / count (synthesis) / after routing
adder cells (fa/ha/maj): 2 / 2
AND-OR/OR-AND: 34 / 34
multiplexers: 5 / 5
XOR/XNOR: 16 / 16
buffers and inverters: 6 / 11
flip-flops: 23 / 23
other: 1 / 1
AND/OR/NAND/NOR: 95 / 95
-- worst register-to-register path, cell delays in order, from the launching register on --
cell	delay, ps
dfxtp_1	430
ha_1	290
nand4_1	180
o311a_4	200
a311oi_4	480
nand2_2	150
mux2_1	370
or4_1	700
o32a_4	500
o21ai_1	150
-- Yosys cell counts (all sizes together) (3+ instances only) --
cell type,count,area share [%]
dfxtp,23,31
and2,5,2.1
nand2,15,3.9
xnor2,11,6.5
nor3,3,1.0
or2,3,1.3
nor2,18,4.5
a21oi,5,1.7
and4,3,1.8
nand3,23,8.6
xor2,5,2.9
nand4,3,1.3
mux2i,3,2.0
nand2b,4,1.7
and3,4,1.7
o22ai,3,1.3
o21ai,10,3.6
-- metrics by stage --
step	cell area [um2]	utilization (%)	hold WS, ps	total power [mW]	setup WS [ps]
2_1_floorplan	1490	-	514	0.329	3980
3_3_place_gp	1610	25.0	551	0.366	3530
3_5_place_dp	1610	25.0	544	0.367	3530
4_1_cts	1660	25.7	559	0.453	3490
5_1_grt	1660	25.7	590	0.491	3280
6_report	1660	25.7	560	0.451	3490
-- report_power, final --
group	leakage, nW	internal, mW	switching [mW]	total (mW)
combinational	0.385	0.0811	0.0873	0.168
sequential	0.189	0.162	0.0361	0.198
clock	0.0255	0.0398	0.0455	0.0853
-- final cells by class --
| cell class | instances | share of cell area (%) |
|---|---|---|
| Clock inverter | 1 | 0.302 |
| Tap cell | 77 | 5.81 |
| Sequential cell | 23 | 27.8 |
| Inverter | 2 | 0.453 |
| Multi-Input combinational cell | 153 | 60.8 |
| Timing Repair Buffer | 5 | 2.42 |
| Clock buffer | 3 | 2.49 |
Power figures rest on the tool's default switching activity, not on a simulated workload.
