$ cat ./run.sh
#!/bin/bash
# OpenROAD 26Q1-2900-gdf79404cd8, Yosys 0.63+post, stock flow scripts
make -C /OpenROAD-flow-scripts/flow DESIGN_CONFIG=/design/flow/config.mk WORK_HOME=/design/flow/orfs finish
$ cat ./config.mk
export PLATFORM = sky130hd
export DESIGN_NAME = DCControl
export DESIGN_NICKNAME = DCControl
export VERILOG_FILES = /design/flow/design.v
export SDC_FILE = /design/flow/constraint.sdc
export NUM_CORES = 4
export LEC_CHECK = 1
export CORE_AREA = 10 10 70 70
export DIE_AREA = 0 0 80 80
$ cat ./constraint.sdc
current_design DCControl

set clk_period 1.2
set clk_io_pct 0.2

create_clock -name clk0 -period $clk_period [get_ports {clk}]

set non_clock_inputs [all_inputs -no_clocks]
set_input_delay [expr $clk_period * $clk_io_pct] -clock clk0 $non_clock_inputs
set_output_delay [expr $clk_period * $clk_io_pct] -clock clk0 [all_outputs]
$ cat ./design.v
module DCControl(clk, Speed, Direction, DCOut);
input clk;
input [1:0] Speed;
input Direction;
output [1:0] DCOut;
reg [3:0] PWMCount;  
reg [3:0] DutyCycle;  
reg PWM;  
reg [1:0] DCOut;
always @(posedge clk)
begin
case(Speed)
	0: DutyCycle=0;
	1: DutyCycle=8;
	2: DutyCycle=9;
	3: DutyCycle=10;
	default: DutyCycle=0;
endcase	
if  (PWMCount<DutyCycle) begin
	PWM=1;
end
if (PWMCount>=DutyCycle) begin
	PWM=0;
end
if (PWMCount==10) begin
	PWMCount=0;
	PWM=1;
end
if (Direction==1) begin
	DCOut[0]=PWM;
	DCOut[1]=0;
end
if (Direction==0) begin
	DCOut[0]=0;
	DCOut[1]=PWM;
end
PWMCount=PWMCount+1;
end
endmodule
==> GITHUB_STEP_SUMMARY <==
## Synthesis and layout report

| Metric | Value |
|---|---|
| WP buf/inv | `1` |
| Final cell count without fillers | `around 87` |
| CTS tree | `done` |
| Fmax | `roughly 790 MHz` |
| Register share after synthesis | `roughly 40%` |
| Share of cells above drive strength 1 | `36.6%` |
| Hold path depth | `2` |
| Clock sinks | `6` |
| Core area | `3420 sq um` |
| WP data required | `1370 ps` |
| RSZ-0062 raised after global routing | `yes` |
| Port Buffers | `5` |
| RePlAce Congestion | `0.719` |
| Total number of yosys warnings | `1` |
| Async SR Flop Fraction | `0%` |
| Worst path cell trace | `inv_2 -> ha_4 -> nand2b_4 -> a2111o_1 -> a21boi_1` |
| Hold path endpoint | `PWMCount[0]` |
| 1st-iter DRT viols | `7` |
| Setup Skew | `between 1 and 1.5 ps` |
| Hold Crit Class | `flip-flop to flip-flop` |
| Die X | `roughly 80 um` |
| Area Overhead vs Synth | `57.9%` |
| Hold WS | `about 540 ps` |
| OpenROAD warning count | `28` |
| Synth flops | `6` |
| Top Layer Used | `met3` |
| Total Routing Usage GR | `2.29%` |
| Final setup violation count | `3` |
| Type of element capturing the critical path | `flip-flop` |
| Top cell excl fill/tap | `dfxtp_1` |
| Yosys cell types | `17` |
| Diode count | `0` |
| Hold wc startpoint | `PWMCount[0]` |
| Longest Clk Path Bufs | `2` |
| Post-CTS setup buffers | `0` |
| Num CTS Buffers | `3` |
| Pre-CTS WS | `-612 ps` |
| Clk pin slew, worst setup/hold paths | `around 40 ps` |
| Minimum clock period | `1260 ps` |
| CP max stage cell | `a2111o_1` |
| WL/cell | `roughly 7.0 um` |
| H-tree depth | `1` |
| Crit path max fanout | `2` |
| Placed Cells | `approximately 84` |
| CP delay by family, top | `AND-OR/OR-AND gates` |
| Wire length on met2 | `approximately 290 um` |
| Vias post-DR | `around 240` |
| Crit path DAT | `roughly 1400 ps` |
| Kind of critical path | `flip-flop to flip-flop` |
| FP Util | `approximately 8.6%` |
| Mean Syn Cell Area | `9.80 sq um` |
| Die Area | `approximately 6400 sq um` |
| Root Driver | `clkbuf_4` |
| Yosys stat area | `~290 sq um` |
| VDD IR max | `around 0.00015 V` |
| Most used flip-flop cell | `dfxtp_1` |
| Failing checks | `negative setup slack` |
| Worst-Margin Slew | `about 280 ps` |
| Pleak | `0.188 nW` |
| Final hold violation count | `0` |
| Cells after Synth | `30` |
| Max cap viols | `0` |
| Vias in the first global route | `slightly below 300` |
| Post-DP HPWL | `roughly 500 um` |
| Total negative slack | `-156 ps` |
| CP Launch Type | `flip-flop` |
| Power per Cell Area | `around 900 nW/um^2` |
| Routed length on met3 | `roughly 43 um` |
| Worst r2r src | `PWMCount[0]` |
| Top Layout Cells | `dfxtp_1, buf_4, ha_1, clkbuf_4` |
| CP max stage delay | `~390 ps` |
| Initial DRT Pass Iterations | `2` |
| R2r endpoint | `DCOut[0]` |
| WL final | `~610 um` |
| Largest net degree at the start of global routing | `6` |
| Status | `finished with violations` |
| Initial antenna violation count | `0` |
| # IOs | `6` |
| Height of the chip | `roughly 80 um` |
| Flip-flops with a built-in enable | `0` |
| Routed Antenna Nets | `0` |
| First-pass GRT wire length | `around 1200 um` |
| GR Overflow Total | `0` |
| Number of cells in Yosys stat | `30` |
| Clock Latency Late Sink | `between 200 and 250 ps` |
| Metal-1 WL | `roughly 280 um` |
| Max Slew Vio Count | `0` |
| Tcrit/Tclk final | `105%` |
| R2R Setup Slk | `-60 ps` |
| Mapped Area | `~290 sq um` |
| Row count | `21` |
| Max_slew headroom | `between 80% and 90%` |
| Final Worst Setup Slack | `-59.3 ps` |
| Vias/cell | `2.80` |
| Post-route DRC | `0` |
| R2R depth | `5` |
kinds of logic (layout without fill, tap and decap cells):
family	Yosys count	after routing	synth area share [%]
DFF	6	6	40.9
buffers and inverters	4	15	5.10
adders and majority gates	4	4	17.0
xor gates and xnor gates	1	1	2.98
AOI/OAI and AO/OA	8	8	20.0
and+or+nand+nor	7	7	14.0
Yosys cell counts (2+ instances only):
master,instances,area share [%]
nand2_1,2,2.6
dfxtp_1,6,41
nor2_1,2,2.6
ha_1,4,17
o21ai_0,2,3.4
inv_1,3,3.8
layer usage:
metal  global-route usage (%)  vias to the layer above
li1                         -                      126
met1                     2.47                      115
met2                     3.69                        3
met3                     1.59                        0
met4                    0.352                        0
met5                        0                        -
worst reg2reg max path, stage by stage, from the launching register on:
cell and delay (ps):
dfxtp_2 320, inv_2 40, ha_4 190, nand2b_4 130, a2111o_1 390, a21boi_1 120
stage by stage:
stage	power, mW	utilization [%]	area [sq um]
6_report	0.422	13.6	464
5_1_grt	0.453	13.6	464
4_1_cts	0.431	13.7	469
3_5_place_dp	0.247	12.6	429
3_3_place_gp	0.247	12.6	429
2_1_floorplan	0.221	-	295
where the power goes:
part	internal (mW)	switching (mW)	total, mW
logic	0.0242	0.0135	0.0378
clock network	0.113	0.0651	0.178
registers	0.205	0.00124	0.206
total	0.342	0.0799	0.422
final cells by class:
| class | instances | area (sq um) |
|---|---|---|
| fill | 392 | 2950 |
| sequential | 6 | 121 |
| tap | 46 | 57.6 |
| inverter | 3 | 11.3 |
| timing repair buffer | 9 | 68.8 |
| clock buffer | 3 | 22.5 |
| multi-input combinational | 20 | 183 |
flip-flops by register name (all words and copies together) (netlist names):
register  flops
DCOut         2
PWMCount      4
worst max path at each step:
stage,startpoint,endpoint,slack [ps],cells after the start
after global routing,PWMCount[0],DCOut[0],-130,5
after CTS,PWMCount[0],DCOut[1],-140,5
final,PWMCount[0],DCOut[0],-60,5
what timing repair did:
| action | in CTS | in global routing |
|---|---|---|
| hold endpoints to repair | 0 | 0 |
| gates resized | 8 | 4 |
| setup endpoints to repair | 4 | 3 |
| hold buffers | 0 | 0 |
| pin swaps | 3 | 4 |
Power figures rest on the tool's default switching activity, not on a simulated workload.
