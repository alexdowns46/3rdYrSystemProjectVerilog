===== design/flow/design.v =====
module SPIBus(clk,DataIn,MOSI,SS,SCLK,MISO,DataOut);
input clk,SCLK,MOSI,SS;  
input [7:0] DataIn;	    
output MISO;				 
output [7:0] DataOut;	 
reg [2:0] SCLKreg;		 
reg [2:0] SSreg;			 
reg [1:0] MOSIreg;		 
reg [2:0] BitCount;  
reg GotByte;			 
reg [7:0] InputBuffer;
reg [7:0] OutputBuffer;
reg [7:0] Count;
reg [7:0] DataOut;
wire SCLKRise = (SCLKreg[2:1]==2'b01);  
wire SCLKFall = (SCLKreg[2:1]==2'b10);	 
wire SSActive = ~SSreg[1];  
wire SSStart = (SSreg[2:1]==2'b10);  
wire SSEnd = (SSreg[2:1]==2'b01);  
wire MOSIData=MOSIreg[1];  
always @(posedge clk) begin  
   SCLKreg <={SCLKreg[1:0], SCLK};  
	SSreg <={SSreg[1:0],SS};  
	MOSIreg <= {MOSIreg[0], MOSI};  
end
always @(posedge clk) begin
	if (BitCount==0) begin	 
		OutputBuffer<=DataIn;
		DataOut<=InputBuffer;
	end
	if(~SSActive)
		BitCount <= 3'b000;  
	else
	if(SCLKRise)
	begin	
		BitCount <= BitCount + 3'b001;  
		InputBuffer <= {InputBuffer[6:0], MOSIData};  
		OutputBuffer <= {OutputBuffer[6:0],1'b0};  
	end
end
always @(posedge clk) GotByte <=SSActive &&SCLKRise &&(BitCount==3'b111);  
assign MISO = OutputBuffer[7];  
endmodule

===== design/flow/constraint.sdc =====
current_design SPIBus

set clk_period 2.6
set clk_io_pct 0.2

create_clock -name clk0 -period $clk_period [get_ports {clk}]

set non_clock_inputs [all_inputs -no_clocks]
set_input_delay [expr $clk_period * $clk_io_pct] -clock clk0 $non_clock_inputs
set_output_delay [expr $clk_period * $clk_io_pct] -clock clk0 [all_outputs]

===== design/flow/config.mk =====
export PLATFORM = sky130hd
export DESIGN_NAME = SPIBus
export DESIGN_NICKNAME = SPIBus
export VERILOG_FILES = /design/flow/design.v
export SDC_FILE = /design/flow/constraint.sdc
export NUM_CORES = 4
export LEC_CHECK = 1
export CORE_AREA = 10 10 91 91
export DIE_AREA = 0 0 101 101

===== design/flow/run.sh =====
#!/bin/bash
# OpenROAD 26Q1-2900-gdf79404cd8, Yosys 0.63+post, stock flow scripts
make -C /OpenROAD-flow-scripts/flow DESIGN_CONFIG=/design/flow/config.mk WORK_HOME=/design/flow/orfs finish

==> flow_summary.yaml <==
# yosys + openroad results
clock_network:
  cts_root_buffer: "clkbuf_8"
  clkLatencyLatePin_ns: 0.28
  post_cts_buffers: 0
  cts_buffers: 5
  clkTransAtPathRegs_ns: 0.07
  cts_tree: "yes"
  clock_sinks: 34
  h-tree-depth: 2
  cts_resized: 0
  cts_buffer_depth: 2
  hold_buffers: 0
sta:
  relSlewSlack_pct: 55.5
  worst_slew_pin_slew_ns: 0.667
  report.final.slew_viol_count: 0
  setup_viol: 0
  holdWs_ns: 0.327
  worst_clock_skew_ns: 0.00592
  max_freq_ghz: 0.626
  min_period_ns: 1.60
  finalCritPeriodShare_pct: 61.4
  rsz0062_at_grt: "false"
  finalHoldViolCount: 0
  finalSetupTns_ns: 0
global_routing:
  grt_pass1_wl_microns: 2830
  grt_pass1_vias: 585
  grt_overflow: 0
  grt_max_degree: 16
  grtUsageTotal_pct: 3.45
  antenna_found_initial: 0
power_and_ir_drop:
  p_leak_nw: 0.606
  power_mw: 1.28
  p_per_area_nw_per_um2: 816
  ir_drop_v: 0.000432
critical_path:
  critical_path.max_stage_delay_ns: 0.44
  crit_start: "BitCount[0]$_SDFFE_PP0P_"
  reg2reg_depth: 6
  crit_arrival_ns: 1.77
  critPathTopFamily: "simple AND/OR/NAND/NOR gates"
  worst-path-buf-inv: 2
  criticalPathCategory: "flip-flop to flip-flop"
  path_max_fanout: 9
  crit_path_end_kind: "flip-flop"
  r2r_start: "BitCount[0]$_SDFFE_PP0P_"
  rrSetupSlack_ns: 1.00
  crit_required_ns: 2.77
  start_kind: "flip-flop"
  crit_slowest_cell: "nor2b_2"
  r2r-end: "OutputBuffer[0]$_DFF_P_"
  path_cells: "inv_1 -> ha_1 -> nor2b_2 -> buf_4 -> mux2i_1 -> nor2_1"
place:
  portBuffers: 20
  place.gp.congestion: 0.724
  place_area_sq_um: 1430
route:
  first_pass_iters: 4
  antenna_cells: 0
  ant_nets: 0
  routed_via_density: 3.31
  wl_per_cell_microns: 10.0
  drt_iter0_drc: 25
  drc: 0
  vias: 589
  wl_microns: 1780
synthesis:
  post-synth-top-area-cell: "edfxtp_1"
  synthCells: 75
  flop_cell: "dfxtp_1"
  yosys_warnings: 1
  synth.area.top_cells: "edfxtp_1, dfxtp_1, mux2i_1, a21oi_2, nor2_1"
  syn_area_sq_um: 1160
  synth.distinct_cells: 18
  async_flop_share_pct: 0
  synth_flops: 34
  avgSynthCellArea_sq_um: 15.5
  ys_seq_share_pct: 72.3
  ys_chip_area_sq_um: 1160
  top_cells_by_count: "dfxtp_1, edfxtp_1, mux2i_1"
  yosysTopAreaCellShare_pct: 41.3
  ys_cells: 75
  yosysMostFrequentCell: "dfxtp_1"
  edf_count: 16
floorplan:
  chipHeight_microns: 101
  pin_count: 21
  num_rows: 29
  die_w_microns: 101
  core_sq_um: 6350
  die-area_sq_um: 10200
  fp-utilization_pct: 18.3
job:
  tool_warnings: 26
  drv_cap: 0
cells_and_area:
  drive_gt1_share_pct: 20.8
  synthToLayoutAreaGrowth_pct: 34.7
  finish.instance_area_sq_um: 1570
hold_path:
  hold_class: "flip-flop to flip-flop"
  hp-start: "MOSIreg[0]$_DFF_P_"
  hold_depth: 0
  whs_endpoint: "MOSIreg[1]$_DFF_P_"
outcome:
  outcome: "finished, final reports clean"
[power breakdown]
part	internal, mW	switching, mW
Combinational	0.0632	0.0371
Sequential	0.601	0.0177
Clock	0.379	0.180
Total	1.04	0.234
[final cells by class]
| class | instances | area (sq um) |
|---|---|---|
| Clock buffer | 5 | 68.8 |
| Clock inverter | 3 | 63.8 |
| Fill cell | 637 | 4780 |
| Inverter | 3 | 11.3 |
| Multi-Input combinational cell | 35 | 277 |
| Sequential cell | 34 | 841 |
| Tap cell | 77 | 96.3 |
| Timing Repair Buffer | 21 | 208 |
[metrics by stage]
| step | cells | worst slack, ns | utilization [%] |
|---|---|---|---|
| finish | 178 | 1.00 | 24.7 |
| global route | 178 | 0.915 | 24.7 |
| CTS | 178 | 0.983 | 24.7 |
| detailed placement | 170 | 0.992 | 22.6 |
| global placement | 170 | 0.999 | 22.6 |
| floorplan | 75 | 1.27 | - |
[state kept, by name, indices dropped and copies added, names as in the netlist]
| name | cells |
|---|---|
| DataOut | 8 |
| MOSIreg | 2 |
| BitCount | 3 |
| OutputBuffer | 8 |
| InputBuffer | 8 |
| SSreg | 2 |
| SCLKreg | 3 |
[per-layer routing]
layer,share of wire (%),vias up,global-route usage (%),wire length [microns]
li1,-,307,-,-
met1,46,258,4.55,827
met2,40,24,4.67,706
met3,14,0,2.49,247
met4,0,0,0.322,0
met5,0,-,0,0
[how the worst max path moves through the flow]
stage         cells past startpoint  slack, ns                       to
CTS                               1       0.98                     MISO
global route                      6       0.92  OutputBuffer[0]$_DFF_P_
finish                            6       1.00  OutputBuffer[0]$_DFF_P_
[worst register-to-register path, cell delays in order (launching register included)]
cell and delay [ns]:
dfxtp_1 0.34, inv_1 0.06, ha_1 0.13, nor2b_2 0.44
buf_4 0.28, mux2i_1 0.19, nor2_1 0.05
[cell usage in the layout (no fill, tap or decap)]
cell type / instances
ha_1: 2
inv_2: 1
and2b_2: 1
a21oi_2: 7
nand3b_1: 1
clkinv_1: 1
nor2_2: 3
xor2_1: 1
clkbuf_8: 5
dfxtp_1: 18
buf_4: 1
bufinv_16: 2
or3b_1: 1
xnor2_1: 1
edfxtp_1: 16
inv_1: 2
mux2i_1: 9
nor2_1: 8
clkdlybuf4s50_1: 20
nor2b_2: 1
[cell families (layout without fill, tap and decap cells)]
| logic type | Yosys count | count (layout) | share of synthesized area (%) |
|---|---|---|---|
| buffers and inverters | 6 | 32 | 4.09 |
| AND/OR/NAND/NOR | 15 | 15 | 6.89 |
| flip-flops | 34 | 34 | 72.3 |
| multiplexers | 9 | 9 | 7.75 |
| adder cells (fa/ha/maj) | 2 | 2 | 2.15 |
| AND-OR/OR-AND | 7 | 7 | 5.27 |
| XOR/XNOR | 2 | 2 | 1.51 |
